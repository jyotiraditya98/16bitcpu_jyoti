**flow/run.sh**
```bash
#!/bin/bash
# OpenROAD 26Q1-2900-gdf79404cd8, Yosys 0.63+post, stock flow scripts
make -C /OpenROAD-flow-scripts/flow DESIGN_CONFIG=/design/flow/config.mk WORK_HOME=/design/flow/orfs finish
```
**flow/design.v**
```verilog
module multiplier(P, A, B);
  parameter N=16;
  input [N-1:0] A, B;
  output reg [N+15:0] P;
  wire [N-1:0] m0;
  wire [N:0] m1;
  wire [N+1:0] m2;
  wire [N+2:0] m3;
  wire [N+3:0] m4;
  wire [N+4:0] m5;
  wire [N+5:0] m6;
  wire [N+6:0] m7;
  wire [N+7:0] m8;
  wire [N+8:0] m9;
  wire [N+9:0] m10;
  wire [N+10:0] m11;
  wire [N+11:0] m12;
  wire [N+12:0] m13;
  wire [N+13:0] m14;
  wire [N+14:0] m15;
  wire [31:0] s1, s2,s3,s4,s5,s6,s7,s8,s9,s10,s11,s12,s13,s14,s15;
  assign m0 = {16{A[0]}} & B[15:0];
  assign m1 = {16{A[1]}} & B[15:0];
  assign m2 = {16{A[2]}} & B[15:0];
  assign m3 = {16{A[3]}} & B[15:0];
  assign m4 = {16{A[4]}} & B[15:0];
  assign m5 = {16{A[5]}} & B[15:0];
  assign m6 = {16{A[6]}} & B[15:0];
  assign m7 = {16{A[7]}} & B[15:0];
  assign m8 = {16{A[8]}} & B[15:0];
  assign m9 = {16{A[9]}} & B[15:0];
  assign m10 = {16{A[10]}} & B[15:0];
  assign m11 = {16{A[11]}} & B[15:0];
  assign m12 = {16{A[12]}} & B[15:0];
  assign m13 = {16{A[13]}} & B[15:0];
  assign m14 = {16{A[14]}} & B[15:0];
  assign m15 = {16{A[15]}} & B[15:0];
  assign s1 = m0 + (m1<<1);
  assign s2 = s1 + (m2<<2);
  assign s3 = s2 + (m3<<3);
  assign s4 = s3 + (m4<<4);
  assign s5 = s4 + (m5<<5);
  assign s6 = s5 + (m6<<6);
  assign s7 = s6 + (m7<<7);
  assign s8 = s7 + (m8<<8);
  assign s9 = s8 + (m9<<9);
  assign s10 = s9 + (m10<<10);
  assign s11 = s10 + (m11<<11);
  assign s12 = s11 + (m12<<12);
  assign s13 = s12 + (m13<<13);
  assign s14 = s13 + (m14<<14);
  assign s15 = s14 + (m15<<15);
  assign P = s15;
endmodule
```
**flow/constraint.sdc**
```tcl
current_design multiplier

set clk_period 15.6
set clk_io_pct 0.2

create_clock -name clk0 -period $clk_period

set non_clock_inputs [all_inputs -no_clocks]
set_input_delay [expr $clk_period * $clk_io_pct] -clock clk0 $non_clock_inputs
set_output_delay [expr $clk_period * $clk_io_pct] -clock clk0 [all_outputs]
```
**flow/config.mk**
```make
export PLATFORM = sky130hd
export DESIGN_NAME = multiplier
export DESIGN_NICKNAME = multiplier
export VERILOG_FILES = /design/flow/design.v
export SDC_FILE = /design/flow/constraint.sdc
export NUM_CORES = 4
export LEC_CHECK = 1
export CORE_UTILIZATION = 30
```
==> run summary <==
Implementation numbers.

- The flow ran to the end, and the final reports show no timing, DRC or antenna violations.
- The OpenROAD report gives the critical path a data arrival time of 9.77 ns.
- The kind of cell with the highest combined delay on the critical path is adder cells.
- The number of DRC markers after the initial detailed-route iteration is 204.
- In the final timing run, aggregate negative setup slack is 0 ns.
- The floorplan report gives the top-level pin count as 64.
- The report shows a maximum critical-path fanout of 16.
- By area the synthesized netlist is led by fa_1 48%, ha_1 14%, inv_1 8.7%.
- Warnings raised by the tools during the run amount to 32.
- The total congestion overflow after global routing is 0.
- The number of global-route vias before repair is 6,295.
- The cell type that accounts for the most area after synthesis is fa_1.
- The worst hold path was traced through 4 stages.
- The sequential standard cell area reads 0 um^2.
- The signed area change from the synthesized netlist to the final layout is 11.41%.
- The proportion of layout cells with a drive suffix above 1 reads 1.684%.
- The critical path is of the in -> out type.
- The cell count after synthesis is 921.
- Hold repair after CTS inserted 0 buffers.
- The post-detailed-route count of antenna-violating nets reads 0.
- The final critical path takes up 82.61% of the cycle.
- The pre-CTS setup slack reads 2.770 ns.
- The die boundary height is 167.8 um.
- For the pin with the worst max-slew slack, the measured transition is 0.7747 ns.
- The utilization after layout reads 34.09%.
- The top achievable clock speed is 77.60 MHz.
- A synthesized cell averages 8.955 um^2.
- The hold path startpoint is B[0].
- The hold path endpoint is P[0].
- The number of post-CTS setup repair buffers is 0.
- The cell count listed in synth_stat.txt is 921.
- Row generation in the floorplan step produced 60 rows.
- The number of placed cells counting well taps reads 1,291.
- The worst hold slack is 7.404 ns.
- The global routing usage summed across all routing layers reads 14.96%.
- The post-detailed-route wirelength per cell reads 14.26 um.
- The relative slew slack is 48.19%.
- The data required time at the worst endpoint reads 12.48 ns.
- The startpoint type of the worst setup path reads an input pin.
- The smallest clock period supported by the final layout is computed as 12.89 ns.
- In the Yosys report, the sequential cells make up 0% of the chip area.
- The tool flagged a number of max-cap violations equal to 0.
- The total wire length after detailed routing reads 18,410 um.
- After its last routability iteration, the placer logged a weighted congestion of 0.8505.
- The core utilization at floorplan is 30.60%.
- The synthesis area per yosys reads 8248 um^2.
- The largest single stage delay on the critical path is 0.97 ns.
- The nature of the critical path endpoint reads an output pin.
- Yosys reports that the leading cell type by area covers 48.06% of the netlist area.
- The final number of hold-violating endpoints reads 0.
- The width of the die reads 167.8 um.
- The core region area is 26,950 um^2.
- The number of cells upsized or downsized after cts reads 0.
- Setup repair after global routing left no endpoint under its margin.
- The detailed router placed 5,900 vias in this run.
- The length of the first detailed-routing pass in iterations is 6.
- The initial antenna violation count was 0.
- The final max-slew violation count reads 0.
- The sequential cell count of the final layout is 0.
- The first-pass GRT wire length is 32,530 um.
- The maximum number of pins on one net before global-route repair is 17.
- The final worst-path setup slack is 2.713 ns.
- The cell that appears most often on the critical path is fa_1.
- In the routed netlist, the antenna diode instances number 0.
- The top cell types in the final layout, fill and taps aside, are 198 x fa_1, 191 x inv_1, 161 x nand2_1.
- The tally of buffers added on design ports reads 64.
- Counting both buffers and inverters, the worst setup path holds a total of 7.
- The report lists the cells along the critical path as clkdlybuf4s50_1 > nand2_1 > fa_1 > inv_1 > fa_1 > inv_1 > fa_1 > inv_1 > fa_1 > fa_1 > inv_1 > fa_1 > inv_1 > ha_1 > and3_1 > and4_1 > o21ai_1 > a21oi_2 > a21oi_1 > o311ai_1 > clkdlybuf4s50_1.
- The gate-level netlist out of Yosys references 46 unique cell types.
- The post-synthesis instance area is 8248 um^2.
- The classification of the worst-slack hold path reads in -> out.
- The number of endpoints failing setup at the final stage reads 0.
- In the routed design, unresolved DRC markers number 0.
- The non-filler instance count after layout reads 1,291.
- The top cell type in the final layout, fill and taps aside, is fa_1.
- The critical path's slowest cell reads clkdlybuf4s50_1.
- For this run the detailed placement stage logged an HPWL of 15,800 um.
- For this run, the number of Yosys warnings is 1.
- The count of clock buffers in the final design is 0.
- The average vias per placed instance reads 4.570.
- The die area reads 28,160 um^2.
through the flow:
step / instance area (um^2)
after CTS: 9189
after global routing: 9189
after global placement: 9189
after floorplan: 8248
final: 9189
after detailed placement: 9189
cell families after synthesis:
group,share of synthesized area [%]
multiplexers,0.1214
adder cells (fa/ha/maj),62.47
XOR/XNOR,2.549
AND/OR/NAND/NOR,18.89
AND-OR/OR-AND,5.476
buffers and inverters,10.50
metal layers:
layer  vias up  track usage, %  wire length, um
met5         -               0                0
met4         0          0.5185               71
met3         6           4.860             1474
met2       162           23.17             8469
met1      2917           22.34             8395
li1       2815               -                -
worst max-delay path by stage:
stage | startpoint | to | slack [ns] | cells past startpoint
4_1_cts | A[12] | P[28] | 2.73 | 21
5_1_grt | A[12] | P[28] | 2.42 | 21
6_report | A[12] | P[28] | 2.71 | 21
cell usage after synthesis, types with 2 or more instances:
master / number
o21ai_1: 3
nor3_1: 5
nor2b_1: 2
a21oi_1: 18
ha_1: 95
nand2b_1: 3
nand2_1: 161
and2_1: 109
nand4_1: 3
o21bai_1: 2
a21o_1: 16
and3_1: 2
nand3_1: 7
o21ai_0: 5
o21ba_2: 2
xor2_1: 6
fa_1: 198
a31oi_1: 4
xnor2_1: 18
or3_1: 2
inv_1: 191
nand3b_1: 3
clkbuf_1: 33
nor2_1: 6
a211oi_1: 2
buf_2: 5
layout make-up:
class | count | area (um^2)
Fill cell | 2744 | 17760
Multi-Input combinational cell | 692 | 7382
Inverter | 191 | 716.9
Timing Repair Buffer | 67 | 663.1
Tap cell | 341 | 426.7
tightest hold or removal path: cells and delay by family:
kind                   cells  cell delay, ns
buffers and inverters      3            0.99
and+or+nand+nor            1            0.17
