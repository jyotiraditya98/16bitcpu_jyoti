## flow/design.v

```verilog
module register(
 input    clk,
 input    reg_write_en,
 input  [2:0] reg_write_dest,
 input  [15:0] reg_write_data,
 input  [2:0] reg_read_addr_1,
 output  [15:0] reg_read_data_1,
 input  [2:0] reg_read_addr_2,
 output  [15:0] reg_read_data_2
);
  reg [15:0] reg_array [15:0];
 integer i;
 initial begin
  for(i=0;i<8;i=i+1)
   reg_array[i] <= 16'd0;
 end
 always @ (posedge clk ) begin
   if(reg_write_en) begin
    reg_array[reg_write_dest] <= reg_write_data;
   end
 end
 assign reg_read_data_1 = reg_array[reg_read_addr_1];
 assign reg_read_data_2 = reg_array[reg_read_addr_2];
endmodule 
```

## flow/run.sh

```bash
#!/bin/bash
# OpenROAD 26Q1-2900-gdf79404cd8, Yosys 0.63+post, stock flow scripts
make -C /OpenROAD-flow-scripts/flow DESIGN_CONFIG=/design/flow/config.mk WORK_HOME=/design/flow/orfs finish
```

## flow/config.mk

```make
export PLATFORM = sky130hd
export DESIGN_NAME = register
export DESIGN_NICKNAME = register
export VERILOG_FILES = /design/flow/design.v
export SDC_FILE = /design/flow/constraint.sdc
export NUM_CORES = 4
export LEC_CHECK = 1
export CORE_UTILIZATION = 50
```

## flow/constraint.sdc

```tcl
current_design register

set clk_period 4.4
set clk_io_pct 0.2

create_clock -name clk0 -period $clk_period [get_ports {clk}]

set non_clock_inputs [all_inputs -no_clocks]
set_input_delay [expr $clk_period * $clk_io_pct] -clock clk0 $non_clock_inputs
set_output_delay [expr $clk_period * $clk_io_pct] -clock clk0 [all_outputs]
```

==> design notes <==
The run finished with clean final reports. The tree is rooted in a sky130_fd_sc_hd__clkbuf_16. The run gives 12,500 sq um for the die area. The most flop-heavy register is reg_array. For the cell count after placement, the log shows 454.

For this design the total switching power over the nets is 0.568 mW. Nature of the critical path startpoint: an input port. Setup repair after global routing left no endpoint under its margin. The most area-hungry cell type in the Yosys netlist was sky130_fd_sc_hd__edfxtp_1. For the max-cap violation count, the log shows 0. H-tree depth reported by CTS: 4. The remaining max-slew budget at the tightest pin is 0.624. At the worst endpoint, the arrival time is 2.82 ns.

Dividing the detail-routed wire length by the instance count gives 23.7 um. Synthesis produced a netlist whose cell count is 255. The combinational group share of total power is 0.088, and the maximum clock insertion buffer count is 2. The tools report the internal power of the cells as 2.50 mW. For the number of max-slew violations in the final report, the log shows 0. The pin slew with the least headroom to its limit was 0.562 ns. The highest ir drop seen on vdd was 0.000341 V. According to the report, the first pass of detailed routing completed in 17 iterations. The critical path is of the input port to output pin type.

Summing over every cut layer, the via total after detailed routing is 2,953. The run gives 23.7 sq um for the average instance area after synthesis. With the fraction of power consumed by the clock network at 0.456, the vias per cell is 6.08.

Before CTS, the worst setup slack after placement is 0.685 ns. The die is 112 um tall. The last timing report of the flow puts the setup violation total at 0.

With the synthesis-stage register bit count at 128, the final wirelength is 11,500 um. The first global-routing pass estimated 17,100 um of wire. The DRC marker count from the first detailed-route iteration is 116, and the unique cell type count in the Yosys netlist is 12. The logs give 0.456 for the sequential group share of total power and 3,151 for the number of global-route vias before repair.

Boundary pin count: 59. In this run the horizontal extent of the chip is 112 um. For this run, the script counts the antenna cells in the layout as 0. The time the worst path needs with I/O delays and setup was 3.70 ns; the share of the core filled by cells before placement was 0.520. For the total negative setup slack, the log shows 0 ns. The count of nets left with antenna violations once routing finished came out at 0. Per the TritonCTS log, the buffer count is 17.

After routing the design area is 7420 sq um. The fraction of the yosys area taken by sequential cells was 0.636; the aggregate global-route resource usage was 0.216. The mapped netlist covers 6040 sq um. The power density of the placed cells works out to 413 nW/um^2. The registers reported with the highest flop counts are reg_array: 128 flops.

In this run the post-CTS setup repair buffer count came out at 0. The initialized floorplan defines 39 standard-cell rows. The slack of the critical path is 0.695 ns, and the synthesis warning total is 1. The clock drives 128 sinks.

The post-route non-filler standard cell count was 486; the required time of the critical path was 3.52 ns. The synthesis area per yosys is 6040 sq um, and the hold buffer count at CTS is 0. The placement stage leaves a total instance area of 6820 sq um. The run gives 0.636 for the top cell type's share of synthesized area. The script parses the final routing iteration and logs DRC violations as 0. The worst setup path is captured at an output pin. After global routing the overflow that remains totals 0. TritonCTS built the clock tree. The tools report the core area as 11,600 sq um. The tools report the highest attainable clock frequency as 270 MHz. With the net switching fraction of the power at 0.185, the area added between synthesis and finish is 22.8%.

Final core utilization: 0.639. The final hold violation count recorded for this run is 0. Placer congestion estimate: 0.746.

The run gives 0.842 for the portion of the clock cycle consumed by the worst path in the final layout. The register with the most flip-flops in the layout has 128 of them. The logs give a warning total of 26. In this run the static leakage power is 2.56 nW. The run gives 255 for the number of standard cells reported by yosys.

The count of input and output buffers works out to 58. The path class of the tightest hold or removal check is input port to register. Detailed placement finished with a half-perimeter wire length of 6640 um. With the maximum number of pins on one net before global-route repair at 33, the top fanout value on the critical path is 32.

The proportion of layout cells with a drive suffix above 1 is 0.257, and the clock transition time at the flip-flop clock pins of the worst setup and hold paths is 0.05 ns. The tools report the initial antenna violation count as 0. Yosys attributes the largest share of cell area to sky130_fd_sc_hd__edfxtp_1 64%, sky130_fd_sc_hd__mux4_1 24%, sky130_fd_sc_hd__mux2_2 6.0%, sky130_fd_sc_hd__mux4_2 3.0%, sky130_fd_sc_hd__buf_6 1.5%. The number of cells upsized or downsized after cts is 0.
[Yosys cell counts, drive strengths merged]
library cell  count
clkbuf            4
nand2b            3
buf              14
nand2             2
edfxtp          128
nor2              6
nor3              2
mux4             64
mux2             32
[cells by family (layout without fill, tap and decap cells)]
family	after synthesis	after routing	share of synthesized area
buffers and inverters	18	106	0.0215
DFF	128	128	0.636
muxes	96	96	0.333
and+or+nand+nor	13	13	0.00973
[final cells by class]
| type | instances | area (sq um) |
|---|---|---|
| flip-flops and latches | 128 | 3840 |
| well taps | 143 | 179 |
| multi-input cells | 109 | 2080 |
| clock inverters | 12 | 166 |
| clock buffers | 20 | 437 |
| fillers | 799 | 4190 |
| repair buffers | 74 | 716 |
[layer usage]
metal | track usage | wire length, um | vias to the layer above
met4 | 0.0249 | 123 | 0
met2 | 0.337 | 5970 | 124
met5 | 0 | 0 | -
li1 | - | - | 1332
met1 | 0.325 | 4320 | 1487
met3 | 0.108 | 1090 | 10
[critical path: stages]
cell                              delay [ns]
sky130_fd_sc_hd__clkdlybuf4s50_1        0.46
sky130_fd_sc_hd__buf_4                  0.40
sky130_fd_sc_hd__mux4_1                 0.37
sky130_fd_sc_hd__mux2_2                 0.27
sky130_fd_sc_hd__clkdlybuf4s50_1        0.43
[power by group through the flow]
stage / Clock [mW] / Sequential [mW] / Combinational [mW]
4_1_cts: 1.42 / 1.40 / 0.275
6_report: 1.40 / 1.40 / 0.270
5_1_grt: 1.48 / 1.40 / 0.290
[final timing paths]
| check | slack (ns) | startpoint | depth (start not counted) | to |
|---|---|---|---|---|
| min | 1.19 | reg_write_data[8] | 1 | reg_array[2][8] |
| max | 0.70 | reg_read_addr_2[2] | 5 | reg_read_data_2[9] |
[stage by stage]
step | hold WS, ns | total power [mW]
after detailed placement | 1.61 | 1.70
after global routing | 1.21 | 3.17
after CTS | 1.18 | 3.10
after global placement | 1.60 | 1.69
final | 1.19 | 3.07
after floorplan | 0.979 | 1.56
[cell usage in the layout (no fill, tap or decap)]
cell type / count
sky130_fd_sc_hd__buf_2: 2
sky130_fd_sc_hd__mux4_1: 56
sky130_fd_sc_hd__clkbuf_16: 17
sky130_fd_sc_hd__clkbuf_1: 3
sky130_fd_sc_hd__clkinv_2: 4
sky130_fd_sc_hd__nor2_1: 6
sky130_fd_sc_hd__clkinvlp_4: 3
sky130_fd_sc_hd__clkdlybuf4s50_1: 56
sky130_fd_sc_hd__buf_12: 2
sky130_fd_sc_hd__clkinv_1: 1
sky130_fd_sc_hd__bufinv_16: 4
sky130_fd_sc_hd__nand2b_1: 3
sky130_fd_sc_hd__nand2_1: 2
sky130_fd_sc_hd__mux2_2: 32
sky130_fd_sc_hd__edfxtp_1: 128
sky130_fd_sc_hd__nor3_2: 2
sky130_fd_sc_hd__buf_4: 14
sky130_fd_sc_hd__mux4_2: 8
Power is estimated from default activity; no workload was simulated.
